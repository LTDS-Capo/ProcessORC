==> design/flow/config.mk <==
export PLATFORM = sky130hd
export DESIGN_NAME = GPIOController
export DESIGN_NICKNAME = GPIOController
export VERILOG_FILES = /design/flow/design.v
export SDC_FILE = /design/flow/constraint.sdc
export NUM_CORES = 4
export LEC_CHECK = 1
export CORE_UTILIZATION = 30
==> design/flow/constraint.sdc <==
current_design GPIOController

set clk_period 4.7
set clk_io_pct 0.2

create_clock -name clk0 -period $clk_period [get_ports {clk}]

set non_clock_inputs [all_inputs -no_clocks]
set_input_delay [expr $clk_period * $clk_io_pct] -clock clk0 $non_clock_inputs
set_output_delay [expr $clk_period * $clk_io_pct] -clock clk0 [all_outputs]
==> design/flow/design.v <==
module GPIOController (
    input clk,
    input clk_en,
    input sync_rst,
    output        IO_ACK,
    input         IO_REQ,
    input         IO_CommandEn,
    input         IO_ResponseRequested,
    output        IO_CommandResponse,
    output        IO_RegResponseFlag,
    output        IO_MemResponseFlag,
    input   [3:0] IO_DestRegIn,
    output  [3:0] IO_DestRegOut,
    input  [15:0] IO_DataIn,
    output [15:0] IO_DataOut,
    input   [7:0] GPIO_DIn,
    output  [7:0] GPIO_DOut,
    output  [7:0] GPIO_DOutEn
);
    logic [7:0] Command;
    always_comb begin
        Command = '0;
        Command[IO_DataIn[12:10]] = (IO_CommandEn && IO_REQ);
    end
    logic [7:0] CellDecoder;
    always_comb begin
        CellDecoder = '0;
        CellDecoder[IO_DataIn[15:13]] = 1'b1;
    end
    wire [7:0] LocalDataOutArray;
    wire [7:0] PinDataOutArray;
    genvar CellIndex;
    generate
        for (CellIndex = 0; CellIndex < 8; CellIndex = CellIndex + 1) begin : GPIOCellGeneration
            wire        Local_Set = (Command[0] && CellDecoder[CellIndex]) || Command[1];
            wire        Local_Clear = Command[2] && CellDecoder[CellIndex];
            wire        Local_PulseInit = Command[7] && CellDecoder[CellIndex];
            logic [9:0] LocalDataIn;
            wire  [1:0] DataInCondition = {Command[7], Command[1]};
            always_comb begin : LocalDataInMux
                case (DataInCondition)
                    2'b01  : LocalDataIn = IO_DataIn[CellIndex];
                    2'b10  : LocalDataIn = IO_DataIn[9:0];
                    2'b11  : LocalDataIn = IO_DataIn[9:0];
                    default: LocalDataIn = IO_DataIn[0];  
                endcase
            end
            GPIO_Cell #(
                .TEST_CELLADDR(CellIndex)
            )GPIOCell (
                .clk         (clk),
                .clk_en      (clk_en),
                .sync_rst    (sync_rst),
                .Set         (Local_Set),
                .Clear       (Local_Clear),
                .PulseInit   (Local_PulseInit),
                .LocalDataIn (LocalDataIn),
                .LocalDataOut(LocalDataOutArray[CellIndex]),
                .PinDataOut  (PinDataOutArray[CellIndex]),
                .IODataIn    (GPIO_DIn[CellIndex]),
                .IODataOut   (GPIO_DOut[CellIndex]),
                .IODataOutEn (GPIO_DOutEn[CellIndex])
            );
        end
    endgenerate
    assign        IO_ACK = clk_en;
    assign        IO_CommandResponse = IO_CommandEn;
    assign        IO_RegResponseFlag = IO_ResponseRequested && (|(Command[6:3]));
    assign        IO_MemResponseFlag = '0;
    assign        IO_DestRegOut = IO_DestRegIn;
    logic  [15:0] IO_DataOut_Tmp;
    wire    [1:0] DataOutCondition = {(Command[6] || Command[5]), (Command[4] || Command[5])};
    always_comb begin : NextDataOutMux
        case (DataOutCondition)
            2'b01  : IO_DataOut_Tmp = {'0, PinDataOutArray[IO_DataIn[15:13]]};
            2'b10  : IO_DataOut_Tmp = {'0, PinDataOutArray};
            2'b11  : IO_DataOut_Tmp = {'0, LocalDataOutArray};
            default: IO_DataOut_Tmp = {'0, LocalDataOutArray[IO_DataIn[15:13]]};  
        endcase
    end
    assign IO_DataOut = IO_DataOut_Tmp;
endmodule
module GPIO_Cell #(
    parameter TEST_CELLADDR = 0
)(
    input clk,
    input clk_en,
    input sync_rst,
    input        Set,
    input        Clear,
    input        PulseInit,
    input  [9:0] LocalDataIn,
    output       LocalDataOut,
    output       PinDataOut,
    input        IODataIn,
    output       IODataOut,
    output       IODataOutEn
);
        reg  InputBuffer;
        wire InputBufferTrigger = clk_en || sync_rst;
        wire NextInputBuffer = IODataIn && ~sync_rst;
        always_ff @(posedge clk) begin
            if (InputBufferTrigger) begin
                InputBuffer <= NextInputBuffer;
            end
        end
        assign PinDataOut = InputBuffer;
        reg    [10:0] PulseCounter;
        wire          PulseCounterTrigger = (PulseCounter[10] && clk_en) || (PulseInit && clk_en) || sync_rst;
        logic  [10:0] NextPulseCounter;
        wire    [1:0] NextPulseCondition;
        assign        NextPulseCondition[0] = (PulseInit) && ~sync_rst;
        assign        NextPulseCondition[1] = (PulseCounter[10]) && ~sync_rst;
        wire    [9:0] NextPulseCountSub = PulseCounter[9:0] - 1;
        wire          PulseMSB = PulseCounter[10] && ~(PulseCounter[9:0] == 1);
        always_comb begin : PulseCounterMux
            case (NextPulseCondition)
                2'b01  : NextPulseCounter = {1'b1, LocalDataIn};
                2'b10  : NextPulseCounter = {PulseMSB, NextPulseCountSub};
                2'b11  : NextPulseCounter = {1'b1, LocalDataIn};
                default: NextPulseCounter = '0;  
            endcase
        end
        always_ff @(posedge clk) begin
            if (PulseCounterTrigger) begin
                PulseCounter <= NextPulseCounter;
            end
        end
        reg  DataBuffer;
        wire DataBufferTrigger = (Clear && clk_en) || (Set && clk_en) || sync_rst;
        wire NextDataBuffer = LocalDataIn[0] && ~sync_rst && ~Clear;
        always_ff @(posedge clk) begin
            if (DataBufferTrigger) begin
                DataBuffer <= NextDataBuffer;
            end
        end
        reg  DataEnBuffer;
        wire NextDataEnBuffer = Set && ~sync_rst && ~Clear;
        always_ff @(posedge clk) begin
            if (DataBufferTrigger) begin
                DataEnBuffer <= NextDataEnBuffer;
            end
        end
        reg  [1:0] OutputBuffer;
        wire       OutputBufferTrigger = clk_en || sync_rst;
        wire [1:0] NextOutputBuffer = (sync_rst) ? 0 : {LocalDataOut, (DataEnBuffer || PulseCounter[10])};
        always_ff @(posedge clk) begin
            if (OutputBufferTrigger) begin
                OutputBuffer <= NextOutputBuffer;
            end
        end
        assign LocalDataOut = (DataBuffer ^ PulseCounter[10]);
        assign IODataOut = OutputBuffer[1];
        assign IODataOutEn = OutputBuffer[0];
endmodule
==> design/flow/run.sh <==
#!/bin/bash
# OpenROAD 26Q1-2900-gdf79404cd8, Yosys 0.63+post, stock flow scripts
make -C /OpenROAD-flow-scripts/flow DESIGN_CONFIG=/design/flow/config.mk WORK_HOME=/design/flow/orfs finish
==> GITHUB_STEP_SUMMARY <==
## Implementation flow summary

| Metric | Value |
|---|---|
| Outcome | complete, no violations |
| Worst slew margin | 54.3% |
| Hold crit path type | flop to flop |
| Total global-route track usage | 14.7% |
| Final WL | approximately 18 mm |
| Chip area | 26800 um2 |
| Worst slack, placed | 0.120 ns |
| Fraction of layout cells with a size suffix above 1 | 9.56% |
| Cell count in the Yosys report | between 700 and 800 |
| Cell family with most CP delay | buffers and inverters |
| Final Hold Vio Count | 0 |
| Clock sink total | around 130 |
| Utilization after layout | between 30% and 40% |
| CP max stage cell | clkdlybuf4s50_1 |
| Antenna fix cells | 0 |
| Max Freq | 226 MHz |
| First-pass GRT wire length | 29.2 mm |
| Crit Path Max Fanout | 4 |
| Sequential-to-total area share from yosys stat | 48.9% |
| Total gr overflow | 0 |
| Top FF cell, synth | edfxtp_1 |
| Number of global-route vias before repair | 5463 |
| Crit Path Class | input pin to primary output |
| PD cells | 340 nW/um2 |
| Fin worst setup slack | 0.276 ns |
| Peak VDD IR | just over 0.0003 V |
| Total Neg Setup Slack | 0 ns |
| Clock skew | around 0.007 ns |
| CTS tree | yes |
| Number of enable flip-flop cells | roughly 130 |
| Tool warnings | 35 |
| Max-cap violations | 0 |
| Post-cts sizing count | 0 |
| CP Cell Sequence | clkdlybuf4s50_1 > inv_1 > ha_1 > nand3b_4 > or3_4 > a2111oi_4 > nor4b_2 > o41ai_2 > clkdlybuf4s50_1 |
| Simple share | 16.4% |
| Final HPWL DP | 12.1 mm |
| Fillers | 2451 |
| Placed instance count | 1076 |
| Xor+xnor area frac | 8.16% |
| Initial antenna violation count | 0 |
| H-Tree Level Count | 4 |
| I/O pin count | 74 |
| Flip-flop and latch area | 3840 um2 |
| DR vias | roughly 5600 |
| Core Area | between 20000 and 30000 um2 |
| Asr flop ratio synth | 0% |
| CTS root buf | clkbuf_16 |
| Largest net degree at the start of global routing | 55 |
| Worst-path clk slew | 0.06 ns |
| First-pass iteration count of the detailed router | 6 |
| Adder share | 3.19% |
| Worst EP required | 3.76 ns |
| Worst Path Buf+Inv | 3 |
| Final ANT Viol Nets | 0 |
| DRC Markers | 0 |
| Most common cell type on the critical path | clkdlybuf4s50_1 |
| Most numerous logic cell after layout | edfxtp_1 |
| CP endpoint kind | primary output |
| Fp_density | 30.9% |
| Post-layout period usage | 94.1% |
| Comb area | around 3600 um2 |
| Mux frac, synth | 0.271% |
| Ys flops | 128 |
| Top comb family, area | AND-OR/OR-AND gates |
| WL per Instance | ~16 um |
| Design area | 9140 um2 |
| Routed vias/inst | 5.07 |
| Aoi share | 16.9% |
| Hold slack | 0.537 ns |
| P_leak | 3.20 nW |
| Die extent in x | 164 um |
| Initial DRC count | 366 |
| Synth warn | 9 |
| Gpl congestion | 0.873 |
| Core Rows | 58 |
| CTS Hold Bufs | 0 |
| # setup viols final | 0 |
| Post-synth cell types | roughly 56 |
| Die Y | 164 um |
| Mapped cell area | 7850 um2 |
| Final Slew Violations | 0 |
| Final worst path period need | 4.42 ns |
| Total CTS buffers | 17 |
| Unrepaired setup endpoints after global routing | no |
| Critical Path AT | 3.48 ns |
| Most frequent cells in the layout | edfxtp_1 (128), o2bb2ai_1 (73), nor2_1 (66), clkdlybuf4s50_1 (55), nand2_1 (53) |
| Yosys Chip Area | 7850 um2 |
| Worst-case clock buffer depth | 2 |
| CP peak stage delay | 0.52 ns |
| Port bufs | 56 |
| Startpoint Class | input pin |
| Cells after Synth | roughly 720 |
| Fin cells | 1104 |
| Worst-Margin Slew | between 0.6 and 0.7 ns |
| Clock Latency Late Sink | 0.41 ns |
| Area Overhead vs Synth | 16.4% |
| Tot Pwr | 3.11 mW |
| Syn Area/Cell | 10.8 um2 |
| DP Area | ~8600 um2 |
layer usage:
| layer | global-route usage, % | up-vias | wire (um) |
|---|---|---|---|
| met5 | 0 | - | 0 |
| met4 | 1.26 | 0 | 131 |
| met3 | 3.84 | 8 | 1030 |
| met2 | 23.1 | 135 | 8680 |
| met1 | 22.0 | 2691 | 8270 |
| li1 | - | 2765 | - |
cell type report:
class,count,area share (%)
inverters,28,1.15
multi-input cells,514,39.1
well taps,330,4.52
clock buffers,17,4.65
flip-flops and latches,128,42.0
clock inverters,11,0.849
repair buffers,76,7.72
registers in the layout, indices dropped and copies added, names as in the netlist:
register / cells
GPIOCellGeneration.GPIOCell.InputBuffer: 8
GPIOCellGeneration.GPIOCell.PulseCounter: 88
GPIOCellGeneration.GPIOCell.OutputBuffer: 16
GPIOCellGeneration.GPIOCell.DataBuffer: 8
GPIOCellGeneration.GPIOCell.DataEnBuffer: 8
where the power goes:
| part | total [mW] | leakage [nW] | switching (mW) | internal (mW) |
|---|---|---|---|---|
| combinational | 0.475 | 1.63 | 0.261 | 0.214 |
| sequential | 1.48 | 1.32 | 0.0875 | 1.39 |
| clock | 1.16 | 0.250 | 0.456 | 0.700 |
worst register-to-register path: cells and delay by family (launching register included):
family / cells / cell delay (ns)
AND-OR/OR-AND: 1 / 0.07
XOR/XNOR: 1 / 0.15
flip-flops: 1 / 0.43
AND/OR/NAND/NOR: 3 / 0.99
logic make-up (layout without fill, tap and decap cells):
| kind of cell | count (synthesis) | count (layout) |
|---|---|---|
| AOI/OAI and AO/OA | 171 | 171 |
| other | 1 | 9 |
| xor gates and xnor gates | 71 | 71 |
| and+or+nand+nor | 241 | 241 |
| adders and majority gates | 20 | 20 |
| buffers and inverters | 90 | 132 |
| muxes | 2 | 2 |
| DFF | 128 | 128 |
timing repair:
action	4_1_cts	5_1_grt
hold endpoints to repair	0	0
setup endpoints to repair	0	1
buffers inserted	0	0
path summary, 6_finish.rpt:
check                                                      startpoint                                                      endpoint  slack (ns)  cells after the start
max                                                     IO_DataIn[10]                                                 IO_DataOut[0]        0.28                      9
min             GPIOCellGeneration[6].GPIOCell.DataEnBuffer$_DFFE_PP_  GPIOCellGeneration[6].GPIOCell.OutputBuffer[0]$_SDFFCE_PP0P_        0.54                      2
max reg2reg  GPIOCellGeneration[6].GPIOCell.PulseCounter[5]$_DFFE_PP_      GPIOCellGeneration[6].GPIOCell.PulseCounter[9]$_DFFE_PP_        2.80                      5
min reg2reg     GPIOCellGeneration[6].GPIOCell.DataEnBuffer$_DFFE_PP_  GPIOCellGeneration[6].GPIOCell.OutputBuffer[0]$_SDFFCE_PP0P_        0.54                      2
synth_stat cells, types with 3 or more instances:
cell | number | area, um2
a211oi_1 | 9 | 67.6
a21o_1 | 12 | 90.1
a21oi_1 | 30 | 150
and2_1 | 8 | 50.1
and3_1 | 3 | 18.8
buf_1 | 10 | 37.5
buf_4 | 31 | 233
clkbuf_1 | 16 | 60.1
edfxtp_1 | 128 | 3840
ha_1 | 20 | 250
inv_1 | 28 | 105
nand2_1 | 53 | 199
nand2b_1 | 4 | 25.0
nand3_1 | 7 | 35.0
nand3b_1 | 8 | 60.1
nand4b_1 | 6 | 52.6
nor2_1 | 66 | 248
nor2_2 | 6 | 37.5
nor2b_1 | 13 | 81.3
nor3_1 | 14 | 70.1
nor4_1 | 19 | 119
o21ai_0 | 18 | 90.1
o2bb2ai_1 | 73 | 639
o31a_1 | 14 | 123
o32ai_1 | 7 | 61.3
or2_2 | 7 | 43.8
or4_1 | 11 | 82.6
xnor2_1 | 45 | 394
xor2_1 | 25 | 219
Power and IR drop assume default switching activity.
