--- flow/run.sh ---
#!/bin/bash
# OpenROAD 26Q1-2900-gdf79404cd8, Yosys 0.63+post, stock flow scripts
make -C /OpenROAD-flow-scripts/flow DESIGN_CONFIG=/design/flow/config.mk WORK_HOME=/design/flow/orfs finish
--- flow/design.v ---
module CDCCounter #(
    parameter DEPTH = 4,
    parameter FULLCHECK = 1
)(
    input  clk,
    input  rst,
    input  Count_en,
    input  [($clog2(DEPTH)):0] ComparisonPointer,
    output PointerMatch,
    output [($clog2(DEPTH)):0] GreyPointer,
    output [(($clog2(DEPTH))-1):0] BinaryPointer
);
    localparam ADDRWIDTH = $clog2(DEPTH);
    reg  [ADDRWIDTH:0] Count = 0;
    wire [ADDRWIDTH:0] NextCount = Count + 1;
    reg  [ADDRWIDTH:0] GreyCount;
    wire [ADDRWIDTH:0] NextGreyCount = (NextCount >> 1) ^ NextCount;
    wire [ADDRWIDTH:0] ComparisonValue = FULLCHECK ? {(~ComparisonPointer[ADDRWIDTH:ADDRWIDTH-1]),ComparisonPointer[ADDRWIDTH-2:0]}: ComparisonPointer;
    wire Advance = Count_en;
    always_ff @( posedge clk or posedge rst ) begin
            if (rst) begin
            Count <= 0;
            GreyCount <= 0;
        end
        else if (Advance) begin
            Count <= NextCount;
            GreyCount <= NextGreyCount;
        end
    end
    assign PointerMatch = (GreyPointer == ComparisonValue);
    assign BinaryPointer = Count[ADDRWIDTH-1:0];
    assign GreyPointer = GreyCount;
endmodule
module DataSequencer #(
    parameter BITWIDTH = 4,
    parameter DEPTH = 2
)(
    input  clk,
    input  rst,
    input  [BITWIDTH-1:0] dIN,
    output [BITWIDTH-1:0] dOUT
);
    generate
        reg [BITWIDTH-1:0] SequenceBuffer [DEPTH-1:0];
        genvar Step;
        for (Step = 0; Step < DEPTH; Step = (Step + 1)) begin : TheShitThatNeededAName
            if (Step == 0) begin
                always_ff @( posedge clk or posedge rst ) begin
                    if (rst) begin
                        SequenceBuffer[Step] <= 0;
                    end
                    else begin
                        SequenceBuffer[Step] <= dIN;
                    end
                end
            end
            else begin
                always_ff @( posedge clk or posedge rst ) begin
                    if (rst) begin
                        SequenceBuffer[Step] <= 0;
                    end
                    else begin
                        SequenceBuffer[Step] <= SequenceBuffer[Step-1];
                    end
                end                
            end
        end
    endgenerate
    assign dOUT = SequenceBuffer[DEPTH-1];
endmodule : DataSequencer
module FIFO_ClockDomainCrosser #(
    parameter BITWIDTH = 5,
    parameter DEPTH = 64,
    parameter TESTENABLE = 0
)(
    input rst,
    input  w_clk,
    input  dInACK,
    output dInREQ,
    input  [BITWIDTH-1:0] dIN,
    input  r_clk,
    output dOutACK,
    input  dOutREQ,
    output [BITWIDTH-1:0] dOUT
);
    always_ff @(posedge w_clk) begin
        if (TESTENABLE) begin
            $display("FIFOCDC - EmptyFlag:FullFlag:WritePointer:ReadPointer - %0b:%0b:%0h:%0h", EmptyFlag, FullFlag, WritePointer, ReadPointer);
            $display("FIFOCDC - ReadData:ReadEnable:WriteEnable             - %0h:%0b:%0b", Buffer[ReadPointer], ReadEnable, WriteEnable);
            $display("FIFOCDC - IN:Ack:Req-OUT:Ack:Req                      - %0b:%0b-%0b:%0b", dInACK, dInREQ, dOutACK, dOutREQ);
            $display("FIFOCDC - GreyWrite:PhasedWrite                       - %0h:%0h", GreyWrite, PhasedWrite);
            $display("FIFOCDC - GreyRead:PhasedRead                         - %0h:%0h", GreyRead, PhasedRead);
        end 
    end
    localparam ADDRWIDTH = $clog2(DEPTH);
    assign dInREQ = ~FullFlag;
    assign dOutACK = ~EmptyFlag;
    assign dOUT = ReadData;
    reg [BITWIDTH-1:0] Buffer [DEPTH-1:0];
    always_ff @( posedge w_clk ) begin
        if (dInREQ && dInACK) begin
            Buffer[WritePointer] <= dIN;
        end
    end
    wire [BITWIDTH-1:0] ReadData = dOutACK ? Buffer[ReadPointer] : 0;
    wire FullFlag;
    wire [ADDRWIDTH:0] GreyWrite;
    wire [ADDRWIDTH:0] PhasedWrite;
    wire [ADDRWIDTH-1:0] WritePointer;
    wire WriteEnable = dInACK && dInREQ;
    CDCCounter #(
		.DEPTH    (DEPTH),
		.FULLCHECK(1)
        ) WritePointerControl (
		.clk              (w_clk),
		.rst              (rst),
		.Count_en         (WriteEnable),
		.ComparisonPointer(PhasedRead),
        .PointerMatch     (FullFlag),
        .GreyPointer      (GreyWrite),
		.BinaryPointer    (WritePointer)
	);
    DataSequencer #(
        .BITWIDTH (ADDRWIDTH+1),
        .DEPTH    (2)
    ) WriteSequencer (
        .clk (r_clk),
        .rst (rst),
        .dIN (GreyWrite),
        .dOUT(PhasedWrite)
    );
    wire EmptyFlag;
    wire [ADDRWIDTH:0] GreyRead;
    wire [ADDRWIDTH:0] PhasedRead;
    wire [ADDRWIDTH-1:0] ReadPointer;
    wire ReadEnable = dOutREQ && dOutACK;
    CDCCounter #(
		.DEPTH    (DEPTH),
		.FULLCHECK(0)
    ) ReadPointerControl (
		.clk              (r_clk),
		.rst              (rst),
		.Count_en         (ReadEnable),
		.ComparisonPointer(PhasedWrite),
        .PointerMatch     (EmptyFlag),
        .GreyPointer      (GreyRead),
		.BinaryPointer    (ReadPointer)
	);
    DataSequencer #(
        .BITWIDTH (ADDRWIDTH+1),
        .DEPTH    (2)
    ) ReadSequencer (
        .clk (w_clk),
        .rst (rst),
        .dIN (GreyRead),
        .dOUT(PhasedRead)
    );
endmodule
module IOClkGeneration_Cell #(
    parameter DATABITWIDTH = 16
)(
    input sys_clk,
    input clk_en,
    input sync_rst,
    input src_clk0,
    input src_clk1,
    input src_clk2,
    input                     ConfigACK,
    output                    ConfigREQ,
    input                     LoadEn,
    input               [3:0] MinorOpcodeIn,
    input  [DATABITWIDTH-1:0] DataAddrIn_Offest,
    input              [15:0] ConfigWordIn,
    input               [3:0] ConfigRegDestIn,
    output                    ResponseACK,
    input                     ResponseREQ,
    output              [3:0] ResponseRegDestOut,
    output [DATABITWIDTH-1:0] ResponseDataOut,
    output                    divided_clk,
    output              [1:0] divided_clk_sel
);
        reg  Active;
        wire ActiveTrigger = (ConfigACK && ConfigREQ && ~LoadEn) || (ConfigACK && LocalConfigREQ && ~LoadEn && clk_en) || sync_rst;
        wire NextActive = ~Active && ~sync_rst;
        always_ff @(posedge sys_clk) begin
            if (ActiveTrigger) begin
                Active <= NextActive;
            end
        end
        assign ConfigREQ = LoadEn ? ResponseREQ : (LocalConfigREQ && Active);
        assign ResponseACK = ConfigACK && LoadEn;
        reg  [15:0] ConfigRegister;
        wire        ConfigRegisterTrigger = (ConfigACK && ConfigREQ && ~LoadEn && clk_en) || sync_rst;
        wire [15:0] NextConfigRegister = (sync_rst) ? 0 : ConfigWordIn;
        always_ff @(posedge sys_clk) begin
            if (ConfigRegisterTrigger) begin
                ConfigRegister <= NextConfigRegister;
            end
        end
        wire   [13:0] ClockDivisor_sys = ConfigRegister[13:0];
        wire    [1:0] ClockSelect_sys = ConfigRegister[15:14];
        wire [DATABITWIDTH-1:0] LoadAlignmentInput = {'0, ConfigRegister};
        wire [DATABITWIDTH-1:0] ResponseDataOut_Tmp;
        localparam PORTBYTEWIDTH = 2;
        IOLoadDataAlignment #(
            .DATABITWIDTH(DATABITWIDTH),
            .PORTBYTEWIDTH(PORTBYTEWIDTH)
        ) LoadAlignment (
            .MinorOpcodeIn(MinorOpcodeIn),
            .DataAddrIn   (DataAddrIn_Offest),
            .DataIn       (LoadAlignmentInput),
            .DataOut      (ResponseDataOut_Tmp)
        );
        assign        ResponseDataOut = ResponseDataOut_Tmp;
        assign        ResponseRegDestOut = ConfigRegDestIn;
        logic divided_clk_src_Tmp;
        always_comb begin : clk_mux
            case (ClockSelect_sys)
                2'b01  : divided_clk_src_Tmp = src_clk0;
                2'b10  : divided_clk_src_Tmp = src_clk1;
                2'b11  : divided_clk_src_Tmp = src_clk2;
                default: divided_clk_src_Tmp = sys_clk;  
            endcase
        end
        wire divided_clk_src = divided_clk_src_Tmp;
        wire        LocalConfigACK = ~LoadEn && ConfigACK;
        wire        LocalConfigREQ;
        wire [15:0] CDC_dIn = ConfigRegister;
        wire [15:0] CDC_dOut;
        wire        NewConfig;
        FIFO_ClockDomainCrosser #(
            .BITWIDTH(16),
            .DEPTH   (4),
            .TESTENABLE(0)
        ) SysToTarget (
            .rst    (sync_rst),
            .w_clk  (sys_clk),
            .dInACK (LocalConfigACK),
            .dInREQ (LocalConfigREQ),
            .dIN    (CDC_dIn),
            .r_clk  (divided_clk_src),
            .dOutACK(NewConfig),
            .dOutREQ(clk_en),
            .dOUT   (CDC_dOut)
        );
        reg  [15:0] DividedClkConfig;
        wire        DividedClkConfigTrigger = (NewConfig && clk_en) || sync_rst;
        wire [15:0] NextDividedClkConfig = (sync_rst) ? 0 : CDC_dOut;
        always_ff @(posedge divided_clk_src) begin
            if (DividedClkConfigTrigger) begin
                DividedClkConfig <= NextDividedClkConfig;
            end
        end
        wire [13:0] ClockDivisor_Divided = DividedClkConfig[13:0];
        wire  [1:0] ClockSelect_Divided = DividedClkConfig[15:14];
        reg  [13:0] DivisionCounter;
        wire        DivisorElapsed = DivisionCounter == ClockDivisor_Divided;
        wire        DivisionCounterTrigger = clk_en || sync_rst;
        wire [13:0] NextDivisionCounter = (sync_rst || DivisorElapsed) ? 0 : (DivisionCounter + 1);
        always_ff @(posedge divided_clk_src) begin
            if (DivisionCounterTrigger) begin
                DivisionCounter <= NextDivisionCounter;
            end
        end
        reg  clkFF;
        wire clkFFTrigger = (DivisorElapsed && clk_en) || sync_rst;
        wire NextclkFF = ~clkFF && ~sync_rst;
        always_ff @(posedge divided_clk_src) begin
            if (clkFFTrigger) begin
                clkFF <= NextclkFF;
            end
        end
        assign divided_clk = clkFF;
        assign divided_clk_sel = ClockSelect_Divided;
endmodule
module IOLoadDataAlignment #(
    parameter DATABITWIDTH = 16,
    parameter PORTBYTEWIDTH = 4,
    parameter ODDPORTWIDTHCHECK = (((PORTBYTEWIDTH * 8) % DATABITWIDTH) != 0) ? 1 : 0,
    parameter BUFFERCOUNT = ((PORTBYTEWIDTH * 8) <= DATABITWIDTH) ? 1 : (((PORTBYTEWIDTH * 8) / DATABITWIDTH) + ODDPORTWIDTHCHECK)
)(
    input                    [3:0] MinorOpcodeIn,
    input       [DATABITWIDTH-1:0] DataAddrIn,
    input  [(PORTBYTEWIDTH*8)-1:0] DataIn,
    output      [DATABITWIDTH-1:0] DataOut
);
        genvar BufferIndex;
        wire [BUFFERCOUNT-1:0][DATABITWIDTH-1:0] CheckVector;
        generate
            for (BufferIndex = 0; BufferIndex < BUFFERCOUNT; BufferIndex = BufferIndex + 1) begin : LoadIndexGen
                if (BufferIndex == (BUFFERCOUNT - 1)) begin
                    localparam LOADLOWERBITWIDTH = BufferIndex * DATABITWIDTH;
                    localparam LOADUPPERBITWIDTH = PORTBYTEWIDTH * 8;
                    assign CheckVector[BufferIndex] = {'0, DataIn[LOADUPPERBITWIDTH-1:LOADLOWERBITWIDTH]};
                end
                else begin
                    localparam LOADLOWERBITWIDTH = BufferIndex * DATABITWIDTH;
                    localparam LOADUPPERBITWIDTH = (BufferIndex + 1) * DATABITWIDTH;
                    assign CheckVector[BufferIndex] = DataIn[LOADUPPERBITWIDTH-1:LOADLOWERBITWIDTH];
                end
            end
        endgenerate
        localparam BUFFERINDEXBITWIDTH = (BUFFERCOUNT == 1) ? 1 : $clog2(BUFFERCOUNT);
        localparam DATAINDEXBITWIDTH = ((DATABITWIDTH/8) == 1) ? 1 : $clog2(DATABITWIDTH/8);
        localparam TOTALINDEXBITWIDTH = BUFFERINDEXBITWIDTH + DATAINDEXBITWIDTH;
        wire [BUFFERINDEXBITWIDTH-1:0] LocalAddr = DataAddrIn[TOTALINDEXBITWIDTH-1:DATAINDEXBITWIDTH];
        wire [DATABITWIDTH-1:0] LocalData = (BUFFERCOUNT == 1) ? {'0, DataIn} : CheckVector[LocalAddr];
        generate
            if (DATABITWIDTH == 64) begin
                logic [DATABITWIDTH-1:0] ByteSelect;
                always_comb begin : ByteSelectMux
                    case (DataAddrIn[1:0])
                        3'b001 : ByteSelect = {'0, LocalData[15:8]};
                        3'b010 : ByteSelect = {'0, LocalData[23:16]};
                        3'b011 : ByteSelect = {'0, LocalData[31:24]};
                        3'b001 : ByteSelect = {'0, LocalData[39:32]};
                        3'b001 : ByteSelect = {'0, LocalData[47:40]};
                        3'b010 : ByteSelect = {'0, LocalData[55:48]};
                        3'b011 : ByteSelect = {'0, LocalData[64:56]};
                        default: ByteSelect = {'0, LocalData[7:0]};
                    endcase
                end
                logic [DATABITWIDTH-1:0] WordSelect;
                always_comb begin : WordSelectMux
                    case (DataAddrIn[2:1])
                        2'b01  : WordSelect = {'0, LocalData[31:16]};
                        2'b10  : WordSelect = {'0, LocalData[47:32]};
                        2'b11  : WordSelect = {'0, LocalData[63:48]}; 
                        default: WordSelect = {'0, LocalData[15:0]};
                    endcase
                end
                logic [DATABITWIDTH-1:0] LoadValue_Tmp;
                always_comb begin : DataMux
                    case (MinorOpcodeIn[1:0])
                        2'b01  : LoadValue_Tmp = WordSelect;  
                        2'b10  : LoadValue_Tmp = DataAddrIn[3] ? {'0, LocalData[63:32]} : {'0, LocalData[31:0]} ;  
                        2'b11  : LoadValue_Tmp = LocalData;  
                        default: LoadValue_Tmp = ByteSelect;  
                    endcase
                end
                assign DataOut = LoadValue_Tmp;
            end
            else if (DATABITWIDTH == 32) begin
                logic [DATABITWIDTH-1:0] ByteSelect;
                always_comb begin : ByteSelectMux
                    case (DataAddrIn[1:0])
                        2'b01  : ByteSelect = {'0, LocalData[15:8]};
                        2'b10  : ByteSelect = {'0, LocalData[23:16]};
                        2'b11  : ByteSelect = {'0, LocalData[31:24]};
                        default: ByteSelect = {'0, LocalData[7:0]};
                    endcase
                end
                logic [DATABITWIDTH-1:0] LoadValue_Tmp;
                always_comb begin : DataMux
                    case (MinorOpcodeIn[1:0])
                        2'b01  : LoadValue_Tmp = DataAddrIn[1] ? {'0, LocalData[31:16]} : {'0, LocalData[15:0]};  
                        2'b10  : LoadValue_Tmp = LocalData;  
                        2'b11  : LoadValue_Tmp = {'0, LocalData};  
                        default: LoadValue_Tmp = ByteSelect;  
                    endcase
                end
                assign DataOut = LoadValue_Tmp;
            end
            else if (DATABITWIDTH == 16) begin
                logic [DATABITWIDTH-1:0] LoadValue_Tmp;
                always_comb begin : DataMux
                    case (MinorOpcodeIn[1:0])
                        2'b01  : LoadValue_Tmp = LocalData;  
                        2'b10  : LoadValue_Tmp = {'0, LocalData};  
                        2'b11  : LoadValue_Tmp = {'0, LocalData};  
                        default: LoadValue_Tmp = DataAddrIn[0] ? {'0, LocalData[15:8]} : {'0, LocalData[7:0]};  
                    endcase
                end
                assign DataOut = LoadValue_Tmp;
            end
            else if (DATABITWIDTH == 8) begin
                logic [DATABITWIDTH-1:0] LoadValue_Tmp;
                always_comb begin : DataInMux
                    case (MinorOpcodeIn[1:0])
                        2'b01  : LoadValue_Tmp = {'0, LocalData};  
                        2'b10  : LoadValue_Tmp = {'0, LocalData};  
                        2'b11  : LoadValue_Tmp = {'0, LocalData};  
                        default: LoadValue_Tmp = LocalData;  
                    endcase
                end
                assign DataOut = LoadValue_Tmp;
            end
        endgenerate
endmodule
--- flow/constraint.sdc ---
current_design IOClkGeneration_Cell

set clk_period 3.2
set clk_io_pct 0.2

create_clock -name clk0 -period $clk_period [get_ports {sys_clk}]

set non_clock_inputs [all_inputs -no_clocks]
set_input_delay [expr $clk_period * $clk_io_pct] -clock clk0 $non_clock_inputs
set_output_delay [expr $clk_period * $clk_io_pct] -clock clk0 [all_outputs]
--- flow/config.mk ---
export PLATFORM = sky130hd
export DESIGN_NAME = IOClkGeneration_Cell
export DESIGN_NICKNAME = IOClkGeneration_Cell
export VERILOG_FILES = /design/flow/design.v
export SDC_FILE = /design/flow/constraint.sdc
export NUM_CORES = 4
export LEC_CHECK = 1
export CORE_UTILIZATION = 50
==> impl_metrics.toml <==
# yosys + openroad results
[grt]
grt_max_degree = 35
grt_pass1_vias = 3195
antenna_found_initial = 0
overflow = 0
grt_pass1_wl_mm = 16.5
grtUsageTotal_pct = 20.8

[timing]
setup_tns_ps = 0
worst_pin_slew_ps = 655
hold_viol_final = 0
slew_violations = 0
rsz0062_at_grt = "no"
finalSetupViolations = 0
relSlewSlack_pct = 56.2
hold-worst-slack_ps = 242
finalClockPeriodUsage_pct = 93.3
min_period_ps = 2990
max_freq_mhz = 335
finClkSkew_ps = 100

[cts]
clk_pin_slew_worst_paths_ps = 60
cts_tree = "done"
post-cts-setup-buffers = 0
cts_resized = 0
clock.latency.late_pin_ps = 770
ctsHoldBuffers = 0

[power_and_ir_drop]
p_seq_share_pct = 46.2
p_leak_uw = 0.00247
power_switching_uw = 1140
peakVddDrop_mv = 0.385
pwr-share-clk_pct = 34.7
power_uw = 4470
swShare_pct = 25.6
p_int_uw = 3320
power.density_nw_per_um2 = 642
combPwrFrac_pct = 19.2

[routing]
num_antenna_cells = 0
finalWirelength_mm = 10.3
first_iter_violations = 224
via_per_inst = 5.34
via_count = 2984
routedWlPerCell_microns = 18.5
drc_errors = 0
dr.pass1.iters = 5
antenna_left = 0

[synth]
ys_area_sq_um = 5760
syn_area_sq_um = 5760
yosys.cell_types.count = 31
yosysWarnings = 7
ys_ff = 136
ys_cells = 348
syn_inst = 348
yosysTopAreaCell = "edfxtp_1"
netlist.area_leader.share_pct = 58.4
ys_top_cells_by_area = "edfxtp_1, dfrtp_1, mux4_2, xnor2_1, nor2b_1"
syn_area_per_cell_sq_um = 16.5
ys_seq_share_pct = 68.8

[setup_path]
reg2reg_slack_ps = 1150
cp_common_cell = "clkdlybuf4s50_1"
path_max_fanout = 8
end_kind = "primary output"
required_ps = 2560
start_kind = "primary input"
cp_slowest_cell = "clkdlybuf4s50_1"
cpPeakStageDelay_ps = 410
path_class = "primary input to primary output"
arrival_ps = 2350
path_cells = "clkdlybuf4s50_1 > nor2_1 > and2_1 > mux2_2 > clkdlybuf4s50_1"

[run_status]
status = "complete, no violations"

[floorplan]
fp-utilization_pct = 52.2
dieWidth_microns = 109
die_h_microns = 109
rows = 38
core_area_sq_um = 11000
chipArea_sq_um = 12000
ioPinCount = 74

[cells_and_area]
area_growth_pct = 20.7
drive_gt1_share_pct = 18.1
mostFrequentLayoutCells = "edfxtp_1, clkdlybuf4s50_1, nor2b_1"
layout_top_cell = "edfxtp_1"

[worst_hold_path]
min_path_type = "primary input to asynchronous set/reset pin"

[place]
gp_congestion = 0.800
numPortBuffers = 48
dpl.hpwl_mm = 6.58

[job]
drv_cap = 0
warnings = 45
==> metal layers <==
metal	wire [microns]	GRT usage [%]	vias to the layer above	part of all wire, %
li1	-	-	1403	-
met1	4460	32.8	1437	43
met2	4810	29.7	120	47
met3	827	9.85	24	8.0
met4	232	4.29	0	2.2
met5	0	0	-	0
==> per-stage QoR <==
stage                     utilization (%)  cell area [sq um]  worst slack, ps  instances
after detailed placement             57.9               6390              213        530
final                                63.0               6950              214        559
after floorplan                         -               5760              873        348
after global placement               57.9               6390              236        530
after CTS                            63.0               6950              203        559
after global routing                 63.0               6950             74.4        559
==> final timing paths <==
| path | depth (start not counted) | start | to |
|---|---|---|---|
| worst min register to register | 0 | SysToTarget.WritePointerControl.GreyCount[0]$_DFFE_PP0N_ | SysToTarget.WriteSequencer.SequenceBuffer[0][0]$_DFF_PP0_ |
| worst min-delay path | 2 | sync_rst | SysToTarget.WritePointerControl.Count[2]$_DFFE_PP0N_ |
| max in group asynchronous | 3 | sync_rst | SysToTarget.ReadSequencer.SequenceBuffer[0][2]$_DFF_PP0_ |
| worst max register to register | 3 | SysToTarget.ReadPointerControl.GreyCount[1]$_DFFE_PP0P_ | DividedClkConfig[12]$_SDFFCE_PP0P_ |
| worst max-delay path | 5 | MinorOpcodeIn[1] | ResponseDataOut[0] |
| min in group clk0 | 0 | SysToTarget.WritePointerControl.GreyCount[0]$_DFFE_PP0N_ | SysToTarget.WriteSequencer.SequenceBuffer[0][0]$_DFF_PP0_ |
==> cell usage after synthesis <==
cell type and count:
a211oi_1 1, a21o_2 1, a311oi_2 1, a31o_2 1, and2_1 6, and2b_1 9, and4_1 1, buf_2 4
buf_4 6, buf_6 3, clkbuf_1 5, dfrtp_1 24, edfxtp_1 112, ha_1 6, inv_1 7, mux2_2 13
mux4_2 17, nand2_1 13, nand3_1 6, nand4_1 7, nor2_1 6, nor2b_1 31, nor3_1 16, nor3b_1 1
nor4_2 1, nor4_4 1, o21ai_0 5, o31ai_4 2, or2_2 1, xnor2_1 26, xor2_1 15
==> layout make-up <==
class	count	area, sq um
Clock buffer	20	479
Timing Repair Buffer	60	571
Inverter	7	26.3
Sequential cell	136	3960
Multi-Input combinational cell	187	1650
Fill cell	786	4080
Clock inverter	9	86.3
Tap cell	140	175
==> critical path, delay by kind of cell <==
kind	cells	cell delay (ps)
buf+inv	2	800
mux	1	390
simple gates	2	510
==> sequential cells by signal (all words and copies together) (netlist names) <==
signal                                     count
SysToTarget.Buffer                            64
SysToTarget.WritePointerControl.GreyCount      3
DividedClkConfig                              16
SysToTarget.WritePointerControl.Count          3
DivisionCounter                               14
SysToTarget.ReadPointerControl.Count           3
SysToTarget.ReadSequencer.SequenceBuffer       6
SysToTarget.ReadPointerControl.GreyCount       3
SysToTarget.WriteSequencer.SequenceBuffer      6
Active                                         1
ConfigRegister                                16
clkFF                                          1
==> power by group through the flow <==
stage	sequential (uW)	clock [uW]	combinational [uW]
finish	2060	1550	857
global route	2090	1650	959
CTS	2070	1590	877
==> logic make-up (layout without fill, tap and decap cells) <==
group | count (synthesis) | after routing | synth area share, %
adder cells (fa/ha/maj) | 6 | 6 | 1.30
buffers and inverters | 25 | 96 | 2.50
flip-flops | 136 | 136 | 68.8
AND/OR/NAND/NOR | 99 | 99 | 10.1
XOR/XNOR | 41 | 41 | 6.24
multiplexers | 30 | 30 | 9.19
AND-OR/OR-AND | 11 | 11 | 1.87
Power figures rest on the tool's default switching activity, not on a simulated workload.
