===== design.v =====
module FixedMemory #(
    parameter DATABITWIDTH = 16,
    parameter REGADDRBITWIDTH = 4
)(
    input clk,
    input clk_en,
    input        FlashEn,
    input  [9:0] FlashAddr,
    input [15:0] FlashData,
    output                       LoadStore_REQ,
    input                        LoadStore_ACK,
    input                  [3:0] MinorOpcodeIn,
    input  [REGADDRBITWIDTH-1:0] DestRegisterIn,
    input     [DATABITWIDTH-1:0] DataAddrIn,
    input     [DATABITWIDTH-1:0] DataIn,
    input                        Writeback_REQ,
    output                       Writeback_ACK,
    output [REGADDRBITWIDTH-1:0] DestRegisterOut,
    output    [DATABITWIDTH-1:0] DataOut
);
        logic [DATABITWIDTH-1:0] StoreValue_Tmp;
        always_comb begin : DataInMux
            case (MinorOpcodeIn[1:0])
                2'b01  : StoreValue_Tmp = DataIn;  
                2'b10  : StoreValue_Tmp = 16'hFFFF;  
                2'b11  : StoreValue_Tmp = 16'hFFFF;  
                default: StoreValue_Tmp = DataAddrIn[0] ? {DataIn[7:0], DataRead[7:0]} : {DataRead[15:8], DataIn[7:0]} ;  
            endcase
        end
    (* ramstyle = "MLAB" *) reg  [DATABITWIDTH-1:0] DataMemory [511:0];
    wire              [8:0] MemAddr = FlashEn ? FlashAddr[9:1] : {DataAddrIn[9:1]};
    wire                    DataMemoryWriteTrigger = (~MinorOpcodeIn[3] && MinorOpcodeIn[2] && LoadStore_ACK && clk_en) || (FlashEn && clk_en);
    wire [DATABITWIDTH-1:0] NextStoreData = FlashEn ? FlashData : StoreValue_Tmp;
    always_ff @(posedge clk) begin
        if (DataMemoryWriteTrigger) begin
            DataMemory[MemAddr] <= NextStoreData;
        end
    end
    wire[DATABITWIDTH-1:0] DataRead = DataMemoryWriteTrigger ? '0 : DataMemory[DataAddrIn[9:1]];
        logic [DATABITWIDTH-1:0] DataOut_Tmp;
        always_comb begin : DataOutMux
            case (MinorOpcodeIn[1:0])
                2'b01  : DataOut_Tmp = DataRead;  
                2'b10  : DataOut_Tmp = 16'hFFFF;  
                2'b11  : DataOut_Tmp = 16'hFFFF;  
                default: DataOut_Tmp = DataAddrIn[0] ? {'0, DataRead[15:8]} : {'0, DataRead[7:0]} ;  
            endcase
        end
    assign DataOut = DataOut_Tmp;
    assign LoadStore_REQ = (~MinorOpcodeIn[3] && MinorOpcodeIn[2]) ? LoadStore_ACK : Writeback_REQ;
    assign Writeback_ACK = LoadStore_ACK && ~DataMemoryWriteTrigger;
    assign DestRegisterOut = DestRegisterIn;
endmodule

===== run.sh =====
#!/bin/bash
# OpenROAD 26Q1-2900-gdf79404cd8, Yosys 0.63+post, stock flow scripts
make -C /OpenROAD-flow-scripts/flow DESIGN_CONFIG=/design/flow/config.mk WORK_HOME=/design/flow/orfs finish

===== config.mk =====
export PLATFORM = sky130hd
export DESIGN_NAME = FixedMemory
export DESIGN_NICKNAME = FixedMemory
export VERILOG_FILES = /design/flow/design.v
export SDC_FILE = /design/flow/constraint.sdc
export NUM_CORES = 4
export LEC_CHECK = 1
export CORE_UTILIZATION = 50
export SYNTH_MEMORY_MAX_BITS = 65536

===== constraint.sdc =====
current_design FixedMemory

set clk_period 98.7
set clk_io_pct 0.2

create_clock -name clk0 -period $clk_period [get_ports {clk}]

set non_clock_inputs [all_inputs -no_clocks]
set_input_delay [expr $clk_period * $clk_io_pct] -clock clk0 $non_clock_inputs
set_output_delay [expr $clk_period * $clk_io_pct] -clock clk0 [all_outputs]

==> CHANGELOG.md <==
## Flow update

* Critical Path AT at between 20 and 30 ns
* Distinct lib cells at around 99
* Power Density at between 20 and 25 nW/µm²
* Reg2Reg Setup Slack at ~91 ns
* Core box area at roughly 630,000 µm²
* Post-Synthesis Cell Area at 317,000 µm²
* Post_cts resized at 0
* Max Buffers Root-to-Sink at 4
* First-pass GRT wire length at 1,245,000 µm
* DRC at 0
* Max-slew headroom at 0.1178
* Final Hold Fails at 0
* Period utilization at 0.4784
* Worst hold stages at 6
* Fraction of registers with async set or reset after synthesis at 0
* Worst EP required at 78.96 ns
* Via count at ~150k
* Outcome: complete, no violations
* Gate count of the mapped netlist at 13,930
* Avg Synthesized Cell Area at about 23 µm²
* RSZ-0062 raised after global routing: false
* Chip Area, Yosys at between 300,000 and 400,000 µm²
* Top cell area share at 0.7759
* Ranking of synthesized cells by area: edfxtp_1, mux4_2, mux2i_1, nor2_1, mux4_1
* GP Congestion at just over 0.9
* Max Clock Skew at approximately 0.095 ns
* VDD IR-drop max at around 24 µV
* Synth warn at 1
* Total power at ~7.3 mW
* Leakage power at between 100 and 150 nW
* Synth Seq Share at 0.7759
* Top_reg_cell synth: edfxtp_1
* Worst-path clk slew at 0.06 ns
* Reg with most FFs: DataMemory
* Vias in the first global route at ~170k
* Initial Util at 0.5016
* Fin cells at between 20,000 and 25,000
* Top flop regs: DataMemory (8192)
* Clock Root Buffer: clkbuf_16
* Worst hold path endpoint: DataMemory[87][0]
* # Max-Cap Violations at 0
* Hold_sp: DataMemory[41][0]
* Kind of critical path: in -> out
* H-tree Lvls at 6
* Router iterations before antenna repair at 6
* PortBufs at about 77
* Post-synth EDFFs at between 8,000 and 9,000
* Fillers at ~44,000
* Reg-to-reg critical path startpoint: DataMemory[257][4]
* Tmin final at 47.22 ns
* Worst hold-check path type: reg -> reg
* Initial drt markers at about 11,000
* Yosys cell count at 13,930
* TritonCTS Buffers at 804
* Drt total wl at 891,400 µm
* Gr ovfl total at 0
* #FFs+latches synth at approximately 8,000
* R2R depth at 16
* CTS tree: built
* Register area at between 200,000 and 250,000 µm²
* Layout cells sized above 1 at 0.2900
* Slew Limit Fails at 0
* Crit-path max FO at 73
* Critical Path Sink Type: primary output
* I/O pins at slightly above 90
* WL/cell at 36.82 µm
* Die area at 637,300 µm²
* GRT Total Usage at 0.3195
* Largest net degree at the start of global routing at 131
* FMAX at 0.02118 GHz
* Post-placement cell count at about 23,000
* Core Util, Final at 0.5664
* Least-Margin Pin Slew at 1.313 ns
* Worst hold slack at ~1.6 ns
* Die W at 798.3 µm
* Max reg flops at 8,192
* Area leader, netlist: edfxtp_1
* Final count of negative-setup-slack endpoints at 0
* Final ANT Viol Nets at 0
* Setup tns final at 0 ns
* Startpoint types: input pin
* Initial antenna violation count at 63
* Row count at slightly below 300
* Gate Area at roughly 66,000 µm²
* Die Y at approximately 800 µm
* # hold bufs at CTS at 0
* Post-DP HPWL at 553,200 µm
* Clock Latency Late Sink at 1.19 ns
* Setup Fix Bufs, Post-CTS at 0
* RR Endpoint: DataMemory[290][4]
* Tally of OpenROAD warnings at 61
* P&R area growth vs syn at 12.92%
* Vias per cell at around 6.3
* Clock sink total at about 8,000
## stage by stage
| step | cell area, µm² | worst slack, ns |
|---|---|---|
| final | 358000 | 51.48 |
| after detailed placement | 332100 | 51.41 |
| after floorplan | 317000 | 56.59 |
| after CTS | 357900 | 51.36 |
| after global placement | 332100 | 51.33 |
| after global routing | 357900 | 51.13 |
## Yosys cell counts, types with 30 or more instances
| library cell | number |
|---|---|
| nand2_1 | 296 |
| buf_2 | 212 |
| nor2b_1 | 62 |
| nor3_1 | 81 |
| a211oi_1 | 107 |
| a21oi_1 | 179 |
| buf_8 | 46 |
| edfxtp_1 | 8192 |
| a22oi_1 | 206 |
| o21ai_0 | 42 |
| a32oi_1 | 38 |
| clkbuf_1 | 251 |
| a31oi_1 | 30 |
| mux2i_1 | 501 |
| buf_6 | 119 |
| o221ai_1 | 51 |
| nor2_1 | 607 |
| buf_1 | 38 |
| buf_12 | 49 |
| nand3_1 | 87 |
| mux4_1 | 71 |
| o22ai_1 | 168 |
| buf_4 | 100 |
| mux4_2 | 1999 |
## report_power, final
group | leakage, nW | total, mW | internal, mW | switching (mW)
combinational | 26.6 | 0.418 | 0.122 | 0.296
sequential | 80.1 | 3.87 | 3.87 | 0.000573
clock | 12.5 | 2.99 | 1.70 | 1.29
## layout make-up
type                       count  share of cell area
timing repair buffer        1204             0.02669
antenna                       49           0.0003425
tap                         8379             0.02928
clock inverter               489             0.01338
sequential                  8192              0.6871
clock buffer                 988             0.05849
multi-input combinational   4893              0.1845
inverter                      15           0.0002027
## layout by cell type (no fill, tap or decap), drive strengths merged, types with 8 or more instances in the layout
master         count
nor2b             62
edfxtp          8192
a32oi             38
a22o               8
and2              27
nand2b            23
inv               44
mux4            2070
nand3             87
a211oi           110
a21oi            180
buf             1136
clkbuf           988
or4               18
o22ai            168
bufinv            73
and3              12
a31oi             31
clkinvlp          25
clkinv           362
clkdlybuf4s50     68
mux2              27
a22oi            207
nor2             609
o21ai             56
nand2            297
nor3              82
diode             49
nand4              9
nor4              22
mux2i            501
a211o              8
a221oi            27
a21o               8
a2111oi           10
o211ai            29
o221ai            51
## worst max-delay path, stage by stage
cell	delay [ns]
buf_16	0.28
buf_4	0.38
buf_4	0.51
buf_4	0.67
buf_4	0.62
buf_4	0.63
mux4_2	0.36
a22oi_1	0.07
a21oi_1	0.71
nor4_4	0.07
buf_4	0.24
or4_1	0.77
nor4_1	0.72
nor3_1	0.11
buf_4	0.18
a22oi_1	0.62
clkdlybuf4s50_1	0.61
## cells by family (layout without fill, tap and decap cells)
group                  Yosys count  in the layout  share of synthesized area
other                            0             49                          0
and+or+nand+nor               1289           1289                    0.01798
AOI/OAI and AO/OA             1006           1006                    0.02235
muxes                         2598           2598                     0.1647
DFF                           8192           8192                     0.7759
buffers and inverters          840           2696                    0.01912
## worst max path at each step
stage / startpoint / to / slack, ns / cells after the start
finish: DataAddrIn[2] / DataOut[4] / 51.48 / 17
global route: DataAddrIn[1] / DataOut[14] / 51.13 / 16
CTS: DataAddrIn[1] / DataOut[14] / 51.36 / 16
## metal layers
metal,GRT usage,vias to the layer above,share of wire
li1,-,61830,-
met1,0.3530,76160,0.27
met2,0.4367,11890,0.45
met3,0.2974,1791,0.21
met4,0.1190,106,0.053
met5,0.03771,-,0.0035
No activity file was given, so power comes from the tool's default toggle rates.
