**flow/config.mk**
```make
export PLATFORM = sky130hd
export DESIGN_NAME = ALU_Simple1
export DESIGN_NICKNAME = ALU_Simple1
export VERILOG_FILES = /design/flow/design.v
export SDC_FILE = /design/flow/constraint.sdc
export NUM_CORES = 4
export LEC_CHECK = 1
export CORE_UTILIZATION = 50
```
**flow/constraint.sdc**
```tcl
current_design ALU_Simple1

set clk_period 4.4
set clk_io_pct 0.2

create_clock -name clk0 -period $clk_period

set non_clock_inputs [all_inputs -no_clocks]
set_input_delay [expr $clk_period * $clk_io_pct] -clock clk0 $non_clock_inputs
set_output_delay [expr $clk_period * $clk_io_pct] -clock clk0 [all_outputs]
```
**flow/design.v**
```verilog
module ALU_Simple1 #(
    parameter BITWIDTH = 16
)(
    input  [BITWIDTH-1:0] Data_InA,
    input  [BITWIDTH-1:0] Data_InB,
    input                 ALU_Enable,
    input           [3:0] Opcode,
    output [BITWIDTH-1:0] ResultOut
);
    localparam INDEXBITWIDTH = $clog2(BITWIDTH);
    wire                     IndexZeroCheck = Data_InB[INDEXBITWIDTH:0] == 0;
    wire                     OutOfBoundsCheck = (Data_InB[INDEXBITWIDTH:0] > BITWIDTH);
    wire   [INDEXBITWIDTH:0] BitIndex_temp = Data_InB[INDEXBITWIDTH:0] - 1;
    wire [INDEXBITWIDTH-1:0] BitIndex = BitIndex_temp[INDEXBITWIDTH-1:0];
    logic [BITWIDTH-1:0] BitSelectOneHot_tmp;
    always_comb begin : BitSelection
        BitSelectOneHot_tmp = 0;
        BitSelectOneHot_tmp[BitIndex] = 1'b1;
    end
    wire [BITWIDTH-1:0] BitSelectOneHot = (IndexZeroCheck || OutOfBoundsCheck) ? 0 : BitSelectOneHot_tmp;
    wire [BITWIDTH-1:0] BitSetResult = Data_InA | BitSelectOneHot;
    wire [BITWIDTH-1:0] BitClearResult = Data_InA & ~BitSelectOneHot;     
    wire [BITWIDTH-1:0] BitFlipResult = Data_InA ^ BitSelectOneHot;      
    wire [BITWIDTH-1:0] BitSelectResult = {BITWIDTH{Data_InA[BitIndex]}};
    wire IfSignedGreater = $signed(Data_InA) >= $signed(Data_InB);
    wire IfUnsignedGreater = $unsigned(Data_InA) >= $unsigned(Data_InB); 
    wire [INDEXBITWIDTH:0] ShiftAmount = {'0, Data_InB[INDEXBITWIDTH-1:0]};
    wire [(2*BITWIDTH)-1:0] RotateRightInput = {Data_InA, Data_InA};
    wire [(2*BITWIDTH)-1:0] RotateRightResult = RotateRightInput >> ShiftAmount;
    wire [BITWIDTH-1:0] ShiftRightResult = Data_InA >> ShiftAmount[INDEXBITWIDTH-1:0];
    wire [BITWIDTH-1:0] ArithmeticRightResult = $signed(Data_InA) >>> ShiftAmount[INDEXBITWIDTH-1:0];
    wire [BITWIDTH-1:0] ShiftLeftResult = Data_InA << ShiftAmount[INDEXBITWIDTH-1:0];
        genvar ReversingIndex;
        wire [BITWIDTH-1:0] ReversedData_InB;
        generate
            for (ReversingIndex = 0; ReversingIndex < BITWIDTH; ReversingIndex = ReversingIndex + 1) begin : BitFlip
                assign ReversedData_InB[ReversingIndex] = Data_InB[BITWIDTH-ReversingIndex-1];
            end
        endgenerate
        wire [BITWIDTH-1:0] ScanInput = Opcode[0] ? Data_InB : ReversedData_InB;
        wire [BITWIDTH-1:0] IsolatedLowerBit = ScanInput & -ScanInput;
        wire [BITWIDTH-1:0] Bitmask [INDEXBITWIDTH-1:0];
        wire [INDEXBITWIDTH-1:0] BitScanResult_temp;
        genvar CurrentMask;
        genvar CurrentBit;
        generate
            for (CurrentMask = 0; CurrentMask < INDEXBITWIDTH; CurrentMask = CurrentMask + 1) begin : MaskScan
                for (CurrentBit = 0; CurrentBit < BITWIDTH; CurrentBit = CurrentBit + 1) begin : BitScan
                    assign Bitmask[CurrentMask][CurrentBit] = (CurrentBit & (1 << CurrentMask)) >> CurrentMask;
                end
                assign BitScanResult_temp[CurrentMask] = |(IsolatedLowerBit & Bitmask[CurrentMask]);
            end
        endgenerate
        wire                    IfBZero = Data_InB == 0;
        logic [INDEXBITWIDTH:0] BitScanResult_Offset;
        wire              [1:0] BitScanResult_Condition;
        assign                  BitScanResult_Condition[0] = Opcode[0];
        assign                  BitScanResult_Condition[1] = IfBZero;
        always_comb begin : BitScanResultMux
            case (BitScanResult_Condition)
                2'b01  : BitScanResult_Offset = BitScanResult_temp + 1;
                2'b10  : BitScanResult_Offset = 0;
                2'b11  : BitScanResult_Offset = 0;
                default: BitScanResult_Offset = BITWIDTH - BitScanResult_temp;
            endcase
        end
        wire [INDEXBITWIDTH:0] BitScanResult = BitScanResult_Offset;
    logic [BITWIDTH-1:0] TempOutput;
    always_comb begin : ALU_Simple0_OperationSelectionMux
        case (Opcode)
            4'h1   : TempOutput = BitClearResult;                   
            4'h2   : TempOutput = BitFlipResult;                    
            4'h3   : TempOutput = BitSelectResult;                  
            4'h4   : TempOutput = ShiftRightResult;                 
            4'h5   : TempOutput = RotateRightResult[BITWIDTH-1:0];  
            4'h6   : TempOutput = ArithmeticRightResult;            
            4'h7   : TempOutput = ShiftLeftResult;                  
            4'h8   : TempOutput = {'0, IfSignedGreater};            
            4'h9   : TempOutput = {'0, ~IfSignedGreater};           
            4'hA   : TempOutput = {'0, IfUnsignedGreater};          
            4'hB   : TempOutput = {'0, ~IfUnsignedGreater};         
            4'hC   : TempOutput = {'0, BitScanResult};              
            4'hD   : TempOutput = {'0, BitScanResult};              
            4'hE   : TempOutput = ReversedData_InB;                 
            4'hF   : TempOutput = '0;                               
            default: TempOutput = BitSetResult;                     
        endcase
    end
    assign ResultOut = TempOutput;
endmodule                
```
**flow/run.sh**
```bash
#!/bin/bash
# OpenROAD 26Q1-2900-gdf79404cd8, Yosys 0.63+post, stock flow scripts
make -C /OpenROAD-flow-scripts/flow DESIGN_CONFIG=/design/flow/config.mk WORK_HOME=/design/flow/orfs finish
```
==> flow_metrics.env <==
# source this file to load flow results
export IMPL_fmax_ghz=0.213
export IMPL_final_layout_top_logic_cells="159 x buf_4, 50 x nand2_1, 47 x nor2_1, 43 x a21oi_1, 34 x ha_1"
export IMPL_fin_hold_ws_ps=2490
export IMPL_dpl_worst_slack_ps=-756
export IMPL_hp_class="input pin to primary output"
export IMPL_worst_pin_slew_ps=634
export IMPL_drive_gt1_frac=0.412
export IMPL_rows=33
export IMPL_start_kind="input pin"
export IMPL_first_pass_iters=9
export IMPL_dpl_hpwl_um=14700
export IMPL_routabilityCongestion=1.10
export IMPL_overflow=0
export IMPL_ys_area_sq_mm=0.00420
export IMPL_ys_warn_count=1
export IMPL_avgSynthCellArea_sq_um=7.03
export IMPL_areaGrowthSynthToFinish_pct=58.8
export IMPL_ir_worst_vdd_mv=0.105
export IMPL_fillers=441
export IMPL_stdcell_count=885
export IMPL_fp_dieW_um=93.7
export IMPL_finalClockPeriodUsage=1.07
export IMPL_flops=0
export IMPL_synthCells=598
export IMPL_grt_max_degree=46
export IMPL_cp_arrival_ps=3810
export IMPL_place_inst=856
export IMPL_dieHeight_um=93.7
export IMPL_initialDrtViolationCount=955
export IMPL_grt_pass1_vias=5288
export IMPL_design_core_area_sq_mm=0.00818
export IMPL_timing_final_ws_setup_ps=-291
export IMPL_seq_area_sq_um=0
export IMPL_worstSetupPathType="input pin to primary output"
export IMPL_ys_types=84
export IMPL_ant_nets=0
export IMPL_setup_tns_ps=-2170
export IMPL_grt_use_total=0.452
export IMPL_layout_top_cell="buf_4"
export IMPL_drv_cap=0
export IMPL_vias=6338
export IMPL_wl_um=22700
export IMPL_num_io_pins=53
export IMPL_diodes=0
export IMPL_warning_count=58
export IMPL_slew_headroom=0.576
export IMPL_p_per_area_mw_per_mm2=114
export IMPL_setup_viol=13
export IMPL_grt_pass1_wl_um=29400
export IMPL_yosys_cells=598
export IMPL_power_mw=0.758
export IMPL_antenna_found_initial=0
export IMPL_rsz0062_at_grt="yes"
export IMPL_endpoint_kind="primary output"
export IMPL_synth_cell_area_sq_mm=0.00420
export IMPL_clock_buffers=0
export IMPL_required_ps=3520
export IMPL_fp_util=0.514
export IMPL_path_max_fanout=5
export IMPL_dieArea_sq_mm=0.00877
export IMPL_numPortBuffers=52
export IMPL_drt_vias_per_instance=7.16
export IMPL_post_route_drc_count=0
export IMPL_ys_seq_frac=0
export IMPL_wl_per_cell_um=25.6
export IMPL_hold_violations=0
export IMPL_p_leak_nw=2.95
export IMPL_fin_crit_ps=4690
export IMPL_violations="setup timing"
export IMPL_report_final_slew_viol_count=0
export IMPL_status="finished, violations left"
[power breakdown]
| group | internal, mW | switching, mW | leakage [nW] |
|---|---|---|---|
| logic | 0.345 | 0.413 | 2.95 |
| registers | 0 | 0 | 0 |
| clock network | 0 | 0 | 0 |
| total | 0.345 | 0.413 | 2.95 |
[metrics by stage]
| step | utilization | cell area [sq um] |
|---|---|---|
| floorplan | - | 4210 |
| global placement | 0.701 | 5730 |
| detailed placement | 0.701 | 5730 |
| CTS | 0.751 | 6140 |
| global route | 0.816 | 6670 |
| finish | 0.816 | 6670 |
[area by class of cell]
class	instances	area, sq um	share of cell area
inverters	35	146	0.0219
multi-input cells	515	4480	0.671
well taps	105	131	0.0197
repair buffers	230	1920	0.287
[what timing repair did]
action                     in CTS  in global routing
pin swaps                      51                 53
setup endpoints to repair      16                 16
setup buffers                  13                 15
gates cloned                    0                  2
hold buffers                    0                  0
resized                       119                 90
[final timing paths]
kind	from	endpoint	slack, ps	cells past startpoint
worst max-delay path	Data_InB[1]	ResultOut[5]	-290	18
worst min-delay path	Data_InB[0]	ResultOut[3]	2490	7
[Yosys cell counts (all sizes together) (6+ instances only)]
cell type / n / area [sq um]
a21oi: 48 / 240
nor3: 11 / 70.1
o211ai: 8 / 60.1
nand2b: 11 / 71.3
o21ai: 37 / 200
mux4: 8 / 180
a211oi: 8 / 65.1
clkbuf: 14 / 52.6
a222oi: 14 / 140
nand3: 11 / 55.1
buf: 34 / 185
a32oi: 11 / 104
o22ai: 12 / 75.1
mux2i: 29 / 290
o31ai: 6 / 45.0
nand4: 6 / 43.8
a31oi: 9 / 56.3
a22oi: 7 / 52.6
nor2: 59 / 224
ha: 56 / 701
nand2: 61 / 231
inv: 34 / 128
mux2: 12 / 139
xnor2: 6 / 52.6
[critical path, stage by stage]
cell,delay [ps]
buf_8,110
inv_8,60
ha_4,130
buf_6,120
nand2_2,100
a21oi_2,280
buf_4,170
buf_4,120
nor2_4,40
a21oi_4,160
nor2_2,70
buf_4,140
buf_4,130
nand2_1,100
ha_1,240
a222oi_1,350
a32oi_1,170
clkdlybuf4s50_1,450
[cell families after synthesis]
logic type	synth area share
compound gates	0.336
simple gates	0.244
buf+inv	0.0878
fa+ha+maj	0.167
mux	0.145
xor+xnor	0.0205
[layer usage]
metal,wire [um],track usage,vias to the layer above
li1,-,-,2658
met3,3530,0.0831,179
met2,9020,0.682,624
met4,1850,0.194,0
met1,8280,0.633,2877
met5,0,0,-
Power and IR drop assume default switching activity.
