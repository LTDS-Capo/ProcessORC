File: flow/config.mk
export PLATFORM = sky130hd
export DESIGN_NAME = TopLevelReset_DomainControl
export DESIGN_NICKNAME = TopLevelReset_DomainControl
export VERILOG_FILES = /design/flow/design.v
export SDC_FILE = /design/flow/constraint.sdc
export NUM_CORES = 4
export LEC_CHECK = 1
export CORE_UTILIZATION = 40
File: flow/constraint.sdc
current_design TopLevelReset_DomainControl

set clk_period 2.2
set clk_io_pct 0.2

create_clock -name clk0 -period $clk_period [get_ports {sys_clk}]
create_clock -name clk1 -period $clk_period [get_ports {target_clk}]

set non_clock_inputs [all_inputs -no_clocks]
set_input_delay [expr $clk_period * $clk_io_pct] -clock clk0 $non_clock_inputs
set_output_delay [expr $clk_period * $clk_io_pct] -clock clk0 [all_outputs]
File: flow/design.v
module CDCCounter #(
    parameter DEPTH = 4,
    parameter FULLCHECK = 1
)(
    input  clk,
    input  rst,
    input  Count_en,
    input  [($clog2(DEPTH)):0] ComparisonPointer,
    output PointerMatch,
    output [($clog2(DEPTH)):0] GreyPointer,
    output [(($clog2(DEPTH))-1):0] BinaryPointer
);
    localparam ADDRWIDTH = $clog2(DEPTH);
    reg  [ADDRWIDTH:0] Count = 0;
    wire [ADDRWIDTH:0] NextCount = Count + 1;
    reg  [ADDRWIDTH:0] GreyCount;
    wire [ADDRWIDTH:0] NextGreyCount = (NextCount >> 1) ^ NextCount;
    wire [ADDRWIDTH:0] ComparisonValue = FULLCHECK ? {(~ComparisonPointer[ADDRWIDTH:ADDRWIDTH-1]),ComparisonPointer[ADDRWIDTH-2:0]}: ComparisonPointer;
    wire Advance = Count_en;
    always_ff @( posedge clk or posedge rst ) begin
            if (rst) begin
            Count <= 0;
            GreyCount <= 0;
        end
        else if (Advance) begin
            Count <= NextCount;
            GreyCount <= NextGreyCount;
        end
    end
    assign PointerMatch = (GreyPointer == ComparisonValue);
    assign BinaryPointer = Count[ADDRWIDTH-1:0];
    assign GreyPointer = GreyCount;
endmodule
module DataSequencer #(
    parameter BITWIDTH = 4,
    parameter DEPTH = 2
)(
    input  clk,
    input  rst,
    input  [BITWIDTH-1:0] dIN,
    output [BITWIDTH-1:0] dOUT
);
    generate
        reg [BITWIDTH-1:0] SequenceBuffer [DEPTH-1:0];
        genvar Step;
        for (Step = 0; Step < DEPTH; Step = (Step + 1)) begin : TheShitThatNeededAName
            if (Step == 0) begin
                always_ff @( posedge clk or posedge rst ) begin
                    if (rst) begin
                        SequenceBuffer[Step] <= 0;
                    end
                    else begin
                        SequenceBuffer[Step] <= dIN;
                    end
                end
            end
            else begin
                always_ff @( posedge clk or posedge rst ) begin
                    if (rst) begin
                        SequenceBuffer[Step] <= 0;
                    end
                    else begin
                        SequenceBuffer[Step] <= SequenceBuffer[Step-1];
                    end
                end                
            end
        end
    endgenerate
    assign dOUT = SequenceBuffer[DEPTH-1];
endmodule : DataSequencer
module FIFO_ClockDomainCrosser #(
    parameter BITWIDTH = 5,
    parameter DEPTH = 64,
    parameter TESTENABLE = 0
)(
    input rst,
    input  w_clk,
    input  dInACK,
    output dInREQ,
    input  [BITWIDTH-1:0] dIN,
    input  r_clk,
    output dOutACK,
    input  dOutREQ,
    output [BITWIDTH-1:0] dOUT
);
    always_ff @(posedge w_clk) begin
        if (TESTENABLE) begin
            $display("FIFOCDC - EmptyFlag:FullFlag:WritePointer:ReadPointer - %0b:%0b:%0h:%0h", EmptyFlag, FullFlag, WritePointer, ReadPointer);
            $display("FIFOCDC - ReadData:ReadEnable:WriteEnable             - %0h:%0b:%0b", Buffer[ReadPointer], ReadEnable, WriteEnable);
            $display("FIFOCDC - IN:Ack:Req-OUT:Ack:Req                      - %0b:%0b-%0b:%0b", dInACK, dInREQ, dOutACK, dOutREQ);
            $display("FIFOCDC - GreyWrite:PhasedWrite                       - %0h:%0h", GreyWrite, PhasedWrite);
            $display("FIFOCDC - GreyRead:PhasedRead                         - %0h:%0h", GreyRead, PhasedRead);
        end 
    end
    localparam ADDRWIDTH = $clog2(DEPTH);
    assign dInREQ = ~FullFlag;
    assign dOutACK = ~EmptyFlag;
    assign dOUT = ReadData;
    reg [BITWIDTH-1:0] Buffer [DEPTH-1:0];
    always_ff @( posedge w_clk ) begin
        if (dInREQ && dInACK) begin
            Buffer[WritePointer] <= dIN;
        end
    end
    wire [BITWIDTH-1:0] ReadData = dOutACK ? Buffer[ReadPointer] : 0;
    wire FullFlag;
    wire [ADDRWIDTH:0] GreyWrite;
    wire [ADDRWIDTH:0] PhasedWrite;
    wire [ADDRWIDTH-1:0] WritePointer;
    wire WriteEnable = dInACK && dInREQ;
    CDCCounter #(
		.DEPTH    (DEPTH),
		.FULLCHECK(1)
        ) WritePointerControl (
		.clk              (w_clk),
		.rst              (rst),
		.Count_en         (WriteEnable),
		.ComparisonPointer(PhasedRead),
        .PointerMatch     (FullFlag),
        .GreyPointer      (GreyWrite),
		.BinaryPointer    (WritePointer)
	);
    DataSequencer #(
        .BITWIDTH (ADDRWIDTH+1),
        .DEPTH    (2)
    ) WriteSequencer (
        .clk (r_clk),
        .rst (rst),
        .dIN (GreyWrite),
        .dOUT(PhasedWrite)
    );
    wire EmptyFlag;
    wire [ADDRWIDTH:0] GreyRead;
    wire [ADDRWIDTH:0] PhasedRead;
    wire [ADDRWIDTH-1:0] ReadPointer;
    wire ReadEnable = dOutREQ && dOutACK;
    CDCCounter #(
		.DEPTH    (DEPTH),
		.FULLCHECK(0)
    ) ReadPointerControl (
		.clk              (r_clk),
		.rst              (rst),
		.Count_en         (ReadEnable),
		.ComparisonPointer(PhasedWrite),
        .PointerMatch     (EmptyFlag),
        .GreyPointer      (GreyRead),
		.BinaryPointer    (ReadPointer)
	);
    DataSequencer #(
        .BITWIDTH (ADDRWIDTH+1),
        .DEPTH    (2)
    ) ReadSequencer (
        .clk (w_clk),
        .rst (rst),
        .dIN (GreyRead),
        .dOUT(PhasedRead)
    );
endmodule
module TopLevelReset_DomainControl #(
    parameter RESETCYCLELENGTH = 16
)(
    input sys_clk,
    input clk_en,
    input async_rst_in,
    input  clk_en_sys,
    input  sync_rst_sys,
    input  init_sys,
    output sync_rst_trigger,
    output sync_response,
    input  target_clk,
    input  target_sync_rst_trigger,
    output target_clk_en,
    output target_sync_rst,
    output target_init
);
        wire       SysToTargetWriteTrigger = clk_en_sys || sync_rst_sys || init_sys;
        wire [2:0] SysToTargetDataIn = {clk_en_sys, sync_rst_sys, init_sys};
        wire [2:0] SysToTargetDataOut;
        FIFO_ClockDomainCrosser #(
            .BITWIDTH(3),
            .DEPTH(8),
            .TESTENABLE(0)
        ) CDC_SysToTarget (
            .rst    (async_rst_in),
            .w_clk  (sys_clk),
            .dInACK (SysToTargetWriteTrigger),
            .dInREQ (),  
            .dIN    (SysToTargetDataIn),
            .r_clk  (target_clk),
            .dOutACK(),  
            .dOutREQ(clk_en),
            .dOUT   (SysToTargetDataOut)
        );
        reg  initOutputBuffer;
        wire initOutputBufferTrigger = clk_en;
        wire NextinitOutputBuffer = SysToTargetDataOut[0];
        always_ff @(posedge target_clk or posedge async_rst_in) begin
            if (async_rst_in) begin
                initOutputBuffer <= 0;
            end
            else if (initOutputBufferTrigger) begin
                initOutputBuffer <= NextinitOutputBuffer;
            end
        end
        assign target_init = initOutputBuffer;
        reg  ResetDelay;
        wire ResetDelayTrigger = clk_en;
        wire NextResetDelay = SysToTargetDataOut[1];
        always_ff @(posedge target_clk or posedge async_rst_in) begin
            if (async_rst_in) begin
                ResetDelay <= 0;
            end
            else if (ResetDelayTrigger) begin
                ResetDelay <= NextResetDelay;
            end
        end
        reg  SyncRstActive;
        wire SyncRstActiveTrigger = (ResetCycleLimitMet && SyncRstActive && clk_en) || (SysToTargetDataOut[1] && clk_en) || (ResetDelay && clk_en);
        wire NextSyncRstActive = ~(ResetCycleLimitMet && SyncRstActive) && ~SysToTargetDataOut[1];
        always_ff @(posedge target_clk or posedge async_rst_in) begin
            if (async_rst_in) begin
                SyncRstActive <= 0;
            end
            else if (SyncRstActiveTrigger) begin
                SyncRstActive <= NextSyncRstActive;
            end
        end
        localparam RSTCOUNTBITWIDTH = (RESETCYCLELENGTH == 1) ? 1 : $clog2(RESETCYCLELENGTH);
        reg  [RSTCOUNTBITWIDTH:0] ResetCycleCount;
        wire                        ResetCycleCountTrigger = (ResetDelay && clk_en) || (SyncRstActive && clk_en);
        wire [RSTCOUNTBITWIDTH:0] NextResetCycleCount = ResetDelay ? 0 : (ResetCycleCount + 1);
        always_ff @(posedge target_clk or posedge async_rst_in) begin
            if (async_rst_in) begin
                ResetCycleCount <= 0;
            end
            else if (ResetCycleCountTrigger) begin
                ResetCycleCount <= NextResetCycleCount;
            end
        end
        wire ResetCycleLimitMet = ResetCycleCount == (RESETCYCLELENGTH - 1);
        assign target_sync_rst = SyncRstActive; 
        wire sync_rst_end = SyncRstActive && ResetCycleLimitMet;
        reg  clk_en_buffer;
        wire clk_en_bufferTrigger = (SysToTargetDataOut[2] && clk_en) || target_sync_rst;
        wire Nextclk_en_buffer = SysToTargetDataOut[2] && ~target_sync_rst;
        always_ff @(posedge target_clk or posedge async_rst_in) begin
            if (async_rst_in) begin
                clk_en_buffer <= 0;
            end
            else if (clk_en_bufferTrigger) begin
                clk_en_buffer <= Nextclk_en_buffer;
            end
        end
        assign target_clk_en = clk_en_buffer;
        wire target_clk_en_trigger = SysToTargetDataOut[2];
        wire       target_sync_response = target_clk_en_trigger || target_init || sync_rst_end;
        wire       TargetToSysWriteTrigger = target_sync_response || target_sync_rst_trigger;
        wire [1:0] TargetToSysDataIn = {target_sync_response, target_sync_rst_trigger};
        wire [1:0] TargetToSysDataOut;
        FIFO_ClockDomainCrosser #(
            .BITWIDTH(2),
            .DEPTH(8),
            .TESTENABLE(0)
        ) CDC_TargetToSys (
            .rst    (async_rst_in),
            .w_clk  (target_clk),
            .dInACK (TargetToSysWriteTrigger),
            .dInREQ (),  
            .dIN    (TargetToSysDataIn),
            .r_clk  (sys_clk),
            .dOutACK(),  
            .dOutREQ(clk_en),
            .dOUT   (TargetToSysDataOut)
        );
        assign sync_response = TargetToSysDataOut[1];
        assign sync_rst_trigger = TargetToSysDataOut[0];
endmodule
File: flow/run.sh
#!/bin/bash
# OpenROAD 26Q1-2900-gdf79404cd8, Yosys 0.63+post, stock flow scripts
make -C /OpenROAD-flow-scripts/flow DESIGN_CONFIG=/design/flow/config.mk WORK_HOME=/design/flow/orfs finish
==> results.sh <==
# yosys + openroad results
export IMPL_ys_chip_area_mm2=0.00470
export IMPL_p_leak_nw=2.32
export IMPL_cts_hold_buf=0
export IMPL_io_buffers=11
export IMPL_total_power_mw=9.56
export IMPL_edf_count=40
export IMPL_crit_arrival_ps=1670
export IMPL_grt_max_degree=40
export IMPL_synth_flops=113
export IMPL_synth_cell_area_mm2=0.00470
export IMPL_fp_util=0.411
export IMPL_die_w_um=110
export IMPL_vias=2584
export IMPL_placed_cells=489
export IMPL_diodes=0
export IMPL_status="completed"
export IMPL_finClkSkew_ps=7.09
export IMPL_cp_max_fo=5
export IMPL_dr_wl_met2_um=3790
export IMPL_rsz0062_at_grt="true"
export IMPL_slew_viol_final=0
export IMPL_drt_pass1_iterations=4
export IMPL_drt_met1_wl_um=3650
export IMPL_grt_pass1_vias=2568
export IMPL_synthToLayoutAreaGrowth_pct=20.4
export IMPL_worstSetupPathType="register to output pin"
export IMPL_flop_cell="dfrtp_1"
export IMPL_via_per_inst=5.00
export IMPL_cp_start_kind="register"
export IMPL_avgSynthCellArea_um2=14.4
export IMPL_pwr_density_cell_mw_per_mm2=1690
export IMPL_worst_slew_pin_slew_ps=468
export IMPL_yosysUniqueCellTypes=44
export IMPL_synthArstFlopShare=0.646
export IMPL_ys_cells=326
export IMPL_wl_um=7960
export IMPL_finalHoldViolations=0
export IMPL_critPathCaptureType="output pin"
export IMPL_die_area_mm2=0.0122
export IMPL_postSynthCellCount=326
export IMPL_min_path_type="register to register"
export IMPL_fp_dieH_um=110
export IMPL_place_gp_congestion=0.790
export IMPL_antenna_found_initial=0
export IMPL_post_dp_hpwl_um=5150
export IMPL_grt_total_usage=0.151
export IMPL_cp_required_ps=1760
export IMPL_core_area_mm2=0.0114
export IMPL_drcViolationCount=0
export IMPL_clock_sinks=113
export IMPL_ir_drop_uv=896
export IMPL_drt_wirelength_per_cell_um=15.4
export IMPL_drive_gt1_frac=0.243
export IMPL_tritoncts="done"
export IMPL_drtIter0Drc=90
export IMPL_drv_cap=0
export IMPL_ant_nets=0
export IMPL_relSlewSlack=0.688
export IMPL_pin_count=13
export IMPL_clk_pin_slew_ps=70
export IMPL_top_layer_used="met4"
export IMPL_wl_met3_um=384
export IMPL_grt_overflow_total=0
export IMPL_ys_seq_share=0.645
export IMPL_grt_pass1_wl_um=13000
export IMPL_final_cells=517
export IMPL_num_rows=39
export IMPL_yosys_warnings=7
export IMPL_tool_warnings=27
export IMPL_setup_viol=0
## power by group
group | total (mW) | internal [mW] | leakage (nW) | switching [mW]
registers | 3.88 | 3.16 | 1.24 | 0.721
logic | 3.42 | 1.91 | 0.851 | 1.51
clock network | 2.26 | 1.38 | 0.231 | 0.874
## timing repair
action	CTS	global route
pin swaps	1	2
setup buffers	1	2
resized	6	7
endpoints found under the setup margin	11	21
gates cloned	0	1
## metrics by stage
| stage | TNS [ps] | util | setup slack, ps | hold WS, ps | cell area, µm² |
|---|---|---|---|---|---|
| after floorplan | 0 | - | 41.7 | 331 | 4700 |
| after global placement | -50.5 | 0.448 | -11.7 | 332 | 5120 |
| after detailed placement | -244 | 0.448 | -36.9 | 335 | 5120 |
| after CTS | 0 | 0.490 | 5.42 | 347 | 5600 |
| after global routing | -5.11 | 0.495 | -5.11 | 352 | 5650 |
| final | 0 | 0.495 | 92.8 | 346 | 5650 |
## area by class of cell
cell class	count	area [µm²]
clock buffers	15	375
clock inverters	9	91.3
fillers	942	5760
flip-flops and latches	113	3030
repair buffers	41	345
multi-input cells	190	1610
inverters	6	26.3
well taps	143	179
## cell usage in the layout, fill, tap and decap left out, drive strengths merged, types with 8 or more instances in the layout
cell	instances
buf	30
clkbuf	16
clkdlybuf4s50	9
dfrtp	73
edfxtp	40
inv	10
mux2	14
mux4	8
nand2	25
nor2	12
o21ai	13
xnor2	24
xor2	28
## cells in the mapped netlist (all sizes together), types with 4 or more instances
| library cell | instances | share of area |
|---|---|---|
| mux2i | 5 | 0.011 |
| buf | 9 | 0.011 |
| mux2 | 14 | 0.035 |
| o21ai | 13 | 0.016 |
| nand2 | 25 | 0.021 |
| nor3 | 5 | 0.0053 |
| ha | 6 | 0.016 |
| dfrtp | 73 | 0.39 |
| nor4 | 4 | 0.0067 |
| mux4 | 8 | 0.038 |
| xor2 | 28 | 0.052 |
| xnor2 | 24 | 0.045 |
| inv | 6 | 0.0048 |
| nand2b | 6 | 0.0080 |
| nor2 | 12 | 0.0096 |
| nand3 | 5 | 0.0080 |
| a21oi | 6 | 0.0064 |
| edfxtp | 40 | 0.26 |
| clkbuf | 9 | 0.0072 |
## final timing paths
kind | slack [ps] | start | cells past startpoint | to
max | 90 | CDC_TargetToSys.ReadPointerControl.Count[0]$_DFFE_PP0P_ | 4 | sync_response
min in group asynchronous | 470 | async_rst_in | 2 | CDC_TargetToSys.ReadSequencer.SequenceBuffer[0][3]$_DFF_PP0_
max reg2reg | 110 | ResetCycleCount[1]$_DFFE_PP0P_ | 8 | CDC_TargetToSys.WritePointerControl.GreyCount[2]$_DFFE_PP0P_
max in group asynchronous | 1150 | async_rst_in | 3 | asynchronous set/reset pin
max in group clk1 | 110 | ResetCycleCount[1]$_DFFE_PP0P_ | 8 | CDC_TargetToSys.WritePointerControl.GreyCount[2]$_DFFE_PP0P_
min in group clk1 | 350 | register | 0 | register
min | 350 | register | 0 | register
min reg2reg | 350 | register | 0 | register
## cell families (layout without fill, tap and decap cells)
logic type | count (synthesis) | count (layout) | share of synthesized area
AND-OR/OR-AND | 28 | 28 | 0.0394
XOR/XNOR | 52 | 52 | 0.0970
adder cells (fa/ha/maj) | 6 | 6 | 0.0160
buffers and inverters | 24 | 71 | 0.0234
flip-flops | 113 | 113 | 0.645
multiplexers | 27 | 27 | 0.0842
AND/OR/NAND/NOR | 76 | 77 | 0.0954
## flip-flops by register name, summed over array words and instances, names as in the netlist, 5 cells and up
| signal | count |
|---|---|
| ResetCycleCount | 5 |
| CDC_SysToTarget.Buffer | 24 |
| CDC_TargetToSys.WriteSequencer.SequenceBuffer | 8 |
| CDC_TargetToSys.ReadSequencer.SequenceBuffer | 8 |
| CDC_TargetToSys.Buffer | 16 |
| CDC_SysToTarget.ReadSequencer.SequenceBuffer | 8 |
| CDC_SysToTarget.WriteSequencer.SequenceBuffer | 8 |
## metal layers
metal,track usage,up-vias
met5,0,-
met4,0.0216,0
met3,0.0533,8
met2,0.227,47
met1,0.229,1284
li1,-,1245
## critical path, stage by stage, from the launching register on
cell and delay, ps:
dfrtp_2 440, mux4_2 510, mux2i_1 140, nor2_1 50, dlygate4sd2_1 240
Power is estimated from default activity; no workload was simulated.
