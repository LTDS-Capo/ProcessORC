==> flow/design.v <==
module InstructionMemory (
    input clk,
    input clk_en,
    input         FlashEn,
    input   [9:0] FlashAddr,
    input  [15:0] FlashData,
    input  [15:0] ReadAddressIn,
    output [15:0] DataOut
);
    reg  [15:0] DataMemoryBlock [1023:0];
    wire        WriteEn = clk_en && FlashEn;
    always_ff @(posedge clk) begin
        if (WriteEn) begin
            DataMemoryBlock[FlashAddr] <= FlashData;
        end
    end
    assign DataOut = DataMemoryBlock[ReadAddressIn[9:0]];
endmodule
==> flow/run.sh <==
#!/bin/bash
# OpenROAD 26Q1-2900-gdf79404cd8, Yosys 0.63+post, stock flow scripts
make -C /OpenROAD-flow-scripts/flow DESIGN_CONFIG=/design/flow/config.mk WORK_HOME=/design/flow/orfs finish
==> flow/config.mk <==
export PLATFORM = sky130hd
export DESIGN_NAME = InstructionMemory
export DESIGN_NICKNAME = InstructionMemory
export VERILOG_FILES = /design/flow/design.v
export SDC_FILE = /design/flow/constraint.sdc
export NUM_CORES = 4
export LEC_CHECK = 1
export CORE_UTILIZATION = 40
export SYNTH_MEMORY_MAX_BITS = 65536
==> flow/constraint.sdc <==
current_design InstructionMemory

set clk_period 65.7
set clk_io_pct 0.2

create_clock -name clk0 -period $clk_period [get_ports {clk}]

set non_clock_inputs [all_inputs -no_clocks]
set_input_delay [expr $clk_period * $clk_io_pct] -clock clk0 $non_clock_inputs
set_output_delay [expr $clk_period * $clk_io_pct] -clock clk0 [all_outputs]
==> reports/results.ini <==
[run_status]
status=complete, no violations

[logic_synthesis]
synth_flops=16400
yosysTopAreaCellShare=0.778
synth_cell_types=92
synthArstFlopShare=0
synth-main-ff-cell=edfxtp_1
biggest_area_consumer_among_synthesized_cells=edfxtp_1
topCellsByArea=edfxtp_1, mux4_2, mux2i_1
list_of_most_frequent_post_synthesis_cells=edfxtp_1, mux4_2, mux2i_1
yosys.stat.chipArea_um2=633000
synth_area_um2=633000
avgSynthCellArea_um2=22.0
yosys_warnings=1
synth.yosys.num_cells=28800
yosys.stat.seqShare=0.778
syn_inst=28800
post_synth_tally_of_flip_flops_with_integrated_enable=16400
synth_top_cell_by_count=edfxtp_1

[global_route]
grt_use_met3=0.288
layer_with_the_highest_usage=met2
fraction_of_met2_tracks_used_by_global_routing=0.374
antenna_found_initial=213
largest_net_degree_at_the_start_of_global_routing=136
grt_first_pass_wirelength_mm=2750
grt_util_met1=0.261
globalRouteTotalUtil=0.280
grt_pass1_vias=345000
grt-ovfl-total=0

[floorplanning]
die_x_mm=1.26
io_pins=61
area_of_the_core_um2=1580000
dieHeight_mm=1.26
initial_utilization=0.401
chipArea_um2=1590000
fp-row-count=461

[critical_path]
crit_arrival_ps=23570
cells_along_the_critical_path=buf_16, buf_4, buf_4, buf_12, buf_4, buf_4, buf_4, buf_4, buf_4, buf_4, mux4_2, a22oi_1, a21oi_1, a211oi_1, buf_4, a221oi_1, buf_4, a21oi_1, or4_1, nand4_1, buf_4, clkdlybuf4s50_1
crit_fanout=69
start_kind=input pin
crit_required_ps=52560
critical_path.max_stage_delay_ps=1020
critical-path-top-cell-by-count=buf_4
worstSetupEndpointType=output port
path_class=input pin to output port
worst_path_max_delay_cell=a211oi_1

[timing]
grt_setup_unrepaired=no
slew_at_the_pin_with_the_worst_max_slew_slack_ps=1320
timing.fmax_mhz=27.2
finalClockPeriodUsage=0.559
final_max_slew_viol_count=0
report.final.hold_viol_count=0
post-route-min-period_ps=36710
slew-limit-headroom=0.117
totalNegativeSetupSlack_ps=0
report.final.setup_viol=0

[place]
cell_area_reported_after_detailed_placement_um2=670000
number_of_i_o_port_buffers=54
place.detailed.hpwl_mm=1270
routabilityCongestion=0.928

[routing]
number_of_violations_reported_at_the_end_of_detailed_routing_iteration_0=22600
route.detailed.vias_per_inst=5.86
wire_per_inst_um=37.4
detail-route-antenna-nets=0
drt_pre_antenna_iters=6
drc_errors=0
via_count=317000
finalWirelength_mm=2020

[clocking]
clock_tree.buffer_depth=6
clock_sink_count=16400
cts_tree=built
clkTransAtPathRegs_ps=60
ctsResizeCount=0
hold_buffers=0
cts_max_level=7
root_buffer=clkbuf_16
cts_inserted_buffers=1691
post-cts-setup-buffer-count=0

[power]
ir_drop_mv=0.0260
swShare=0.217
internal-power_mw=17.1
leakage_nw=228
design_power_total_mw=21.9
pwr-share-clk=0.419
power.switching_mw=4.74
comb_power_share=0.054
power.share.sequential=0.526
power.density_nw_per_um2=30.2

[cells_and_area]
num-fill-cells=127000
syn_to_layout_area_delta_pct=14.3
largest_register_ffs=16400
drive_above_1_share=0.278
finish.instance_area_um2=723000
registers.top_by_ff_count=DataMemoryBlock
largest_registers=DataMemoryBlock (16384)

[run]
number_of_warnings_in_the_stage_logs=112
maxCapViolCount=0

[worst_hold_path]
worstHoldPathType=input pin to flip-flop

power by group through the flow:
stage / sequential, mW / clock [mW] / combinational, mW
final: 11.5 / 9.16 / 1.19
after global routing: 11.5 / 9.65 / 1.23
after CTS: 11.5 / 9.25 / 1.16
final timing paths:
kind             start                      end  slack (ps)  depth (start not counted)
max   ReadAddressIn[0]              DataOut[15]       28990                         22
min       FlashData[4]  DataMemoryBlock[651][4]       12190                          1
layout make-up:
type | count | area, um^2 | area share
sequential | 16400 | 492000 | 0.680
clock buffer | 2031 | 44000 | 0.0608
multi-input combinational | 10600 | 131000 | 0.182
tap | 21100 | 26400 | 0.0364
timing repair buffer | 2538 | 20100 | 0.0278
antenna | 425 | 1060 | 0.00147
inverter | 7 | 58.8 | 0.0000813
clock inverter | 975 | 8210 | 0.0114
cell usage in the layout (no fill, tap or decap), types with 58 or more instances in the layout:
cell type / Yosys / final
a211oi_1: 69 / 58
a21oi_1: 455 / 453
a221oi_1: 89 / 84
a22oi_1: 326 / 326
a31oi_1: 126 / 122
buf_12: 33 / 62
buf_4: 260 / 2424
bufinv_16: 0 / 132
clkbuf_1: 533 / 321
clkbuf_16: 0 / 1710
clkinv_1: 2 / 440
clkinv_2: 0 / 301
diode_2: 0 / 425
edfxtp_1: 16400 / 16400
mux2_2: 72 / 72
mux2i_1: 1586 / 1585
mux4_1: 155 / 155
mux4_2: 3456 / 3456
nand2_1: 709 / 649
nand3_1: 210 / 208
nand4_1: 58 / 58
nor2_1: 1241 / 720
nor2_2: 0 / 504
nor3_1: 202 / 178
o21ai_0: 263 / 247
o221ai_1: 437 / 436
o22ai_1: 511 / 510
critical path: cells and delay by family:
kind / cells / cell delay [ps]
buffers and inverters: 14 / 7070
AND-OR/OR-AND: 5 / 1890
multiplexers: 1 / 590
AND/OR/NAND/NOR: 2 / 320
metrics by stage:
stage | instances | hold WS, ps | util | setup WS (ps)
2_1_floorplan | 28800 | 13240 | - | 36730
3_3_place_gp | 50600 | 13530 | 0.425 | 28930
3_5_place_dp | 50600 | 13530 | 0.425 | 28970
4_1_cts | 53600 | 12130 | 0.458 | 28920
5_1_grt | 53900 | 12160 | 0.458 | 28320
6_report | 54000 | 12190 | 0.459 | 28990
logic make-up (layout without fill, tap and decap cells):
family                 after synthesis  after routing  synth area share
DFF                              16400          16400             0.778
muxes                             5269           5269             0.156
and+or+nand+nor                   2744           2744            0.0189
AOI/OAI and AO/OA                 2605           2605            0.0284
buffers and inverters             1783           5551            0.0193
other                                0            425                 0
routing by layer:
| layer | routed length (um) | share of wire | vias to the layer above |
|---|---|---|---|
| li1 | - | - | 128000 |
| met1 | 523000 | 0.26 | 159000 |
| met2 | 884000 | 0.44 | 25900 |
| met3 | 471000 | 0.23 | 4272 |
| met4 | 125000 | 0.062 | 344 |
| met5 | 17300 | 0.0086 | - |
No activity file was given, so power comes from the tool's default toggle rates.
